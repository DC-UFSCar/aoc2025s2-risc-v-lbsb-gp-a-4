==> ./run.sh <==
#!/bin/bash
# OpenROAD 26Q1-2900-gdf79404cd8, Yosys 0.63+post, stock flow scripts
make -C /OpenROAD-flow-scripts/flow DESIGN_CONFIG=/design/flow/config.mk WORK_HOME=/design/flow/orfs finish
==> ./config.mk <==
export PLATFORM = sky130hd
export DESIGN_NAME = mem
export DESIGN_NICKNAME = mem
export VERILOG_FILES = /design/flow/design.v
export SDC_FILE = /design/flow/constraint.sdc
export NUM_CORES = 4
export LEC_CHECK = 1
export CORE_UTILIZATION = 40
export SYNTH_HDL_FRONTEND = slang
export SYNTH_MEMORY_MAX_BITS = 65536
==> ./constraint.sdc <==
current_design mem

set clk_period 62.1
set clk_io_pct 0.2

create_clock -name clk0 -period $clk_period [get_ports {clk}]

set non_clock_inputs [all_inputs -no_clocks]
set_input_delay [expr $clk_period * $clk_io_pct] -clock clk0 $non_clock_inputs
set_output_delay [expr $clk_period * $clk_io_pct] -clock clk0 [all_outputs]
==> ./design.v <==
module mem (
  input  logic        clk, we,
  input  logic [31:0] a, wd,
  output logic [31:0] rd,
  input  logic  [3:0] wm);
  logic  [31:0] RAM [0:255];
  initial
    $readmemh("riscv.hex", RAM);
  assign rd = RAM[a[31:2]];  
  always_ff @(posedge clk)
    begin
    if (we) begin
      if(wm[0]) RAM[a[31:2]][ 7:0 ] <= wd[ 7:0 ];
      if(wm[1]) RAM[a[31:2]][15:8 ] <= wd[15:8 ];
      if(wm[2]) RAM[a[31:2]][23:16] <= wd[23:16];
      if(wm[3]) RAM[a[31:2]][31:24] <= wd[31:24];	
    end
  end
endmodule
==> flow_summary.ini <==
; generated from flow reports
[synth]
synth.top_cell.area_share_pct = 78.8
postSynthSeqShare_pct = 78.8
synthFlopType = edfxtp_1
synth_warnings = 0
most_common_cell = edfxtp_1
yosys_cells = 14047
netlist_area_um2 = 312000
avgSynthCellArea_um2 = 22.2
ys_top_cells_by_count = edfxtp_1 (8192), mux4_2 (2048), nor2_1 (1042)
yosys-stat-area_um2 = 312000
yosys.area.top_type = edfxtp_1
edf_count = 8192
ys_async_sr_fraction_pct = 0
synthTopCellsByArea = edfxtp_1 (79%), mux4_2 (15%), a22oi_1 (2.5%)
netlist_instances = 14047
ys_ff = 8192
synth_cell_types = 19

[worst_hold_path]
hp-class = in2reg

[detailed_routing]
ant_nets = 0
viasPerCell = 5.70
wl_met3_um = 131000
drt_iter0_markers = 9749
vias = 145429
wl_um = 791000
dr.max_layer_used = met5
route.detailed.drc = 0
wl_per_cell_um = 31.0
dr_wl_met2_um = 373000
wirelength_met1_um = 252000
drt_pass1_iterations = 25

[timing]
relSlewSlack_pct = 0.366
setup_viol = 0
tns_ps = 0
tightest_slew_ps = 1480
rsz0062_at_grt = false
max_freq_mhz = 31.2
min_period_ps = 32060
hold_violations = 0
fin_crit_sh_pct = 51.6
maxSlewViolCount = 0
holdWs_ps = 11670

[layout]
final-comb-area_um2 = 62600
fillCellCount = 63738
largest_reg_flops = 8192
drive_gt1_share_pct = 24.9
area_growth_pct = 12.6
seq_area_um2 = 246000

[power_and_ir_drop]
power.density_nw_per_um2 = 32.0
total_power_uw = 11200
power.leakage_uw = 0.105
ir_worst_vdd_v = 0.0000390

[grt]
grt_usage_pct = 22.2
grt_max_degree = 98
overflow = 0
grt_pass1_wl_um = 1130000
grt_pass1_vias = 160753
antenna_found_initial = 45

[clock_tree]
path_clk_slew_ps = 60
cts-resized-gates = 0
cts_htree_levels = 6
cts_tree = yes
numCtsBuffers = 801
postCtsSetupBuffers = 0
clock-root-buffer = clkbuf_16
cts.sinks = 8192
clk_path_buf_depth = 4
ctsHoldBuffers = 0

[outcome]
status = finished, final reports clean

[setup_path]
max_stage_delay_ps = 1300
cp_slowest_cell = o41ai_1
cp-end-kind = output port
required_ps = 49680
path_cells = buf_16, buf_4, buf_4, buf_4, buf_12, buf_4, mux4_2, a22oi_1, a21oi_1, o41ai_1, buf_4, nand4_1, clkdlybuf4s50_1
cp.arrival_ps = 19640
critPathTopFamily = buffers and inverters
cp_max_fo = 93
path_class = in2out
cp-start-kind = primary input
path_common_cell = buf_4
cp_num_buf_inv = 8

[run]
cap_violations = 0
log.warning_count = 50

[die]
die_height_um = 886
rows = 324
core_area_um2 = 778000
chipArea_um2 = 784000
die_width_um = 886
io_pins = 102
fp-utilization_pct = 40.1

[placement]
gp_congestion = 0.865
dpl.hpwl_um = 469000
portBuffers = 77
[cell type report]
type,count,area share (%)
sequential,8192,69.9
multi-input combinational,4924,17.8
timing repair buffer,606,1.46
tap,10269,3.65
clock buffer,1006,5.97
antenna,56,0.0398
clock inverter,462,1.14
[routing by layer]
metal | up-vias | track usage, %
li1 | 60866 | -
met3 | 1341 | 16.3
met2 | 7726 | 32.4
met4 | 62 | 6.94
met5 | - | 1.05
met1 | 75434 | 27.1
[per-stage QoR]
| stage | utilization, % | worst slack (ps) | cell area (um^2) | std cells |
|---|---|---|---|---|
| finish | 45.2 | 30040 | 352000 | 25515 |
| global route | 45.2 | 29580 | 352000 | 25479 |
| CTS | 45.2 | 29930 | 352000 | 25459 |
| detailed placement | 42.0 | 29970 | 327000 | 23991 |
| global placement | 42.0 | 29950 | 327000 | 23991 |
| floorplan | - | 35320 | 312000 | 14047 |
[worst paths after layout]
| kind | startpoint | endpoint | slack (ps) | cells past startpoint |
|---|---|---|---|---|
| worst max-delay path | a[3] | rd[8] | 30040 | 13 |
| worst min-delay path | wd[9] | RAM[235][9] | 11670 | 1 |
[cells in the final DEF, fill, tap and decap left out, types with 8 or more instances in the layout]
master / count
clkinv_16: 18
edfxtp_1: 8192
nor2_1: 1035
o41ai_2: 14
nand3_1: 8
nand2_1: 35
buf_4: 512
inv_6: 9
clkinv_1: 201
nand4_1: 32
mux4_2: 2048
inv_16: 16
buf_8: 32
clkinvlp_4: 12
diode_2: 56
nand2_2: 54
buf_12: 17
o41ai_1: 114
clkdlybuf4s50_1: 43
clkinv_2: 146
clkbuf_1: 197
clkinv_8: 13
clkbuf_16: 809
a22oi_1: 1024
nand2_4: 14
a21oi_1: 512
bufinv_16: 40
[report_power, final]
group | total [uW] | switching, uW | internal, uW
registers | 6090 | 1.31 | 6090
logic | 512 | 340 | 173
clock network | 4640 | 2070 | 2570
[cells by family after synthesis]
kind of cell / share of synthesized area (%)
muxes: 14.8
AOI/OAI and AO/OA: 3.64
DFF: 78.8
buffers and inverters: 1.31
and+or+nand+nor: 1.51
